## ./config.mk

```make
export PLATFORM = sky130hd
export DESIGN_NAME = dup_range
export DESIGN_NICKNAME = dup_range
export VERILOG_FILES = /design/flow/design.v
export SDC_FILE = /design/flow/constraint.sdc
export NUM_CORES = 4
export LEC_CHECK = 1
export CORE_UTILIZATION = 50
```

## ./constraint.sdc

```tcl
current_design dup_range

set clk_period 7.2
set clk_io_pct 0.2

create_clock -name clk0 -period $clk_period [get_ports {_clock}]

set non_clock_inputs [all_inputs -no_clocks]
set_input_delay [expr $clk_period * $clk_io_pct] -clock clk0 $non_clock_inputs
set_output_delay [expr $clk_period * $clk_io_pct] -clock clk0 [all_outputs]
```

## ./design.v

```verilog
module dup_range (
    input wire signed [31:0] base,
    input wire signed [31:0] limit,
    input wire signed [31:0] step,
    input wire _clock,  
    input wire _reset,  
    input wire _start,  
    input wire _ready,  
    output reg _valid,  
    output reg _done,  
    output reg signed [31:0] _0
);
    localparam _state_1 = 0;
    localparam _state_0_while = 1;
    localparam _state_0_while_3 = 2;
    localparam _state_fake = 3;
    localparam _state_0_while_0 = 4;
    localparam _state_0_while_2 = 5;
    localparam _state_2 = 6;
    localparam _state_0_while_1 = 7;
    reg signed [31:0] _value;
    reg signed [31:0] _counter;
    reg signed [31:0] _state;
    reg signed [31:0] _base;
    reg signed [31:0] _limit;
    reg signed [31:0] _step;
    hrange _inst (
        ._clock(_clock),
        ._start(_hrange_inst__start),
        ._reset(1'b0),
        ._ready(_hrange_inst__ready),
        .base(_hrange_inst_base),
        .limit(_hrange_inst_limit),
        .step(_hrange_inst_step),
        ._done(_hrange_inst__done),
        ._valid(_hrange_inst__valid),
        ._0(_hrange_inst__0)
    );
    reg _hrange_inst__start;
    reg _hrange_inst__reset;
    reg _hrange_inst__ready;
    reg _hrange_inst__done;
    reg _hrange_inst__valid;
    reg signed [31:0] _hrange_inst_base;
    reg signed [31:0] _hrange_inst_limit;
    reg signed [31:0] _hrange_inst_step;
    wire signed [31:0] _hrange_inst__0;
    always @(posedge _clock) begin
        _done <= 0;
        if (_ready) begin
            _valid <= 0;
        end
        if (_reset) begin
            _state <= _state_fake;
        end
        if (_start) begin
            _base <= base;
            _limit <= limit;
            _step <= step;
            _counter <= base;
            _state <= _state_1;
        end else begin
            if ($signed(_ready || !(_valid))) begin
                case (_state)
                    _state_0_while_0: begin
                        _counter <= $signed(_counter + _step);
                        _state <= _state_0_while;
                    end
                    _state_0_while_1: begin
                        _0 <= _value;
                        _valid <= 1;
                        _state <= _state_0_while_0;
                    end
                    _state_0_while_2: begin
                        _0 <= _value;
                        _valid <= 1;
                        _state <= _state_0_while_1;
                    end
                    _state_0_while_3: begin
                        _hrange_inst__start <= 0;
                        _hrange_inst__ready <= 1;
                        if (_hrange_inst__ready && _hrange_inst__valid) begin
                            _value <= _hrange_inst__0;
                            _hrange_inst__ready <= 0;
                            _state <= _state_0_while_2;
                        end
                        if (_hrange_inst__done) begin
                            _state <= _state_fake;
                            _hrange_inst__ready <= 0;
                        end
                    end
                    _state_fake: begin
                        _done <= 1;
                        _state <= _state_fake;
                    end
                    _state_0_while: begin
                        if ((_counter < _limit)) begin
                            _state <= _state_0_while_3;
                        end else begin
                            _state <= _state_fake;
                        end
                    end
                    _state_1: begin
                        _hrange_inst_base <= _base;
                        _hrange_inst_limit <= _limit;
                        _hrange_inst_step <= _step;
                        _hrange_inst__ready <= 0;  
                        _hrange_inst__start <= 1;
                        _state <= _state_0_while_3;
                    end
                endcase
            end
        end
    end
endmodule
module hrange (
    input wire signed [31:0] base,
    input wire signed [31:0] limit,
    input wire signed [31:0] step,
    input wire _clock,  
    input wire _reset,  
    input wire _start,  
    input wire _ready,  
    output reg _valid,  
    output reg _done,  
    output reg signed [31:0] _0,
    output reg signed [31:0] _1
);
    localparam _state_0_while_0 = 0;
    localparam _state_1 = 1;
    localparam _state_1_while = 2;
    localparam _state_done = 3;
    reg signed [31:0] _i;
    reg signed [31:0] _state;
    reg signed [31:0] _base;
    reg signed [31:0] _limit;
    reg signed [31:0] _step;
    always @(posedge _clock) begin
        _done <= 0;
        if (_ready) begin
            _valid <= 0;
        end
        if (_reset) begin
            _state <= _state_done;
        end
        if (_start) begin
            _base <= base;
            _limit <= limit;
            _step <= step;
            if ((_i < limit)) begin
                _i <= $signed(_i + step);
                _0 <= $signed(_i + step);
                _1 <= $signed(_i + step);
                _valid <= 1;
                _state <= _state_1_while;
            end else begin
                _i <= base;
                _done <= 1;
                _state <= _state_done;
            end
        end else begin
            if ((_ready || !(_valid))) begin
                case (_state)
                    _state_done: begin
                        _done <= 1;
                    end
                endcase
            end
        end
    end
endmodule
module dup_range_goal (
    input wire signed [31:0] base,
    input wire signed [31:0] limit,
    input wire signed [31:0] step,
    input wire _clock,  
    input wire _reset,  
    input wire _start,  
    input wire _ready,  
    output reg _valid,  
    output reg _done,  
    output reg signed [31:0] _0
);
    localparam _state_0_call_0 = 0;
    localparam _state_0_for_0 = 1;
    localparam _state_0_for_1 = 2;
    localparam _state_0_for_1_t_0 = 3;
    localparam _state_1_call_0 = 4;
    localparam _state_1_for_0 = 5;
    localparam _state_done = 6;
    reg signed [31:0] _i;
    reg signed [31:0] _j;
    reg signed [31:0] _state;
    reg signed [31:0] _base;
    reg signed [31:0] _limit;
    reg signed [31:0] _step;
    reg [31:0] _inst_hrange_base;
    reg [31:0] _inst_hrange_limit;
    reg [31:0] _inst_hrange_step;
    wire [31:0] _inst_hrange_0;
    wire [31:0] _inst_hrange_1;
    wire _inst_hrange__valid;
    wire _inst_hrange__done;
    reg _inst_hrange__start;
    reg _inst_hrange__ready;
    hrange _inst (
        .base(_inst_hrange_base),
        .limit(_inst_hrange_limit),
        .step(_inst_hrange_step),
        ._0(_inst_hrange_0),
        ._1(_inst_hrange_1),
        ._valid(_inst_hrange__valid),
        ._done(_inst_hrange__done),
        ._clock(_clock),
        ._start(_inst_hrange__start),
        ._reset(_reset),
        ._ready(_inst_hrange__ready)
        );
    always @(posedge _clock) begin
        _done <= 0;
        if (_ready) begin
            _valid <= 0;
        end
        if (_reset) begin
            _state <= _state_done;
        end
        if (_start) begin
            _base <= base;
            _limit <= limit;
            _step <= step;
            _inst_hrange__ready <= 1;
            _inst_hrange__start <= 0;
            if ((1 && _inst_hrange__valid)) begin
                _inst_hrange__ready <= 0;
                _i <= _inst_hrange_0;
                _j <= _inst_hrange_1;
                if (_inst_hrange__done) begin
                    _inst_hrange__ready <= 0;
                    _inst_hrange__start <= 1;
                    _inst_hrange_base <= base;
                    _inst_hrange_limit <= limit;
                    _inst_hrange_step <= step;
                    _state <= _state_done;
                end else begin
                    _0 <= _inst_hrange_1;
                    _valid <= 1;
                    _state <= _state_1_for_0;
                end
            end else begin
                if (_inst_hrange__done) begin
                    _inst_hrange__ready <= 0;
                    _inst_hrange__start <= 1;
                    _inst_hrange_base <= base;
                    _inst_hrange_limit <= limit;
                    _inst_hrange_step <= step;
                    _state <= _state_done;
                end else begin
                    _state <= _state_1_call_0;
                end
            end
        end else begin
            if ((_ready || !(_valid))) begin
                case (_state)
                    _state_done: begin
                        _done <= 1;
                        _state <= _state_done;
                    end
                    _state_1_for_0: begin
                        if ($signed(_i > $signed(4))) begin
                            _0 <= _i;
                            _valid <= 1;
                            _state <= _state_1_call_0;
                        end else begin
                            _inst_hrange__ready <= 1;
                            _inst_hrange__start <= 0;
                            if ((1 && _inst_hrange__valid)) begin
                                _inst_hrange__ready <= 0;
                                _i <= _inst_hrange_0;
                                _j <= _inst_hrange_1;
                                if (_inst_hrange__done) begin
                                    _inst_hrange__ready <= 0;
                                    _inst_hrange__start <= 1;
                                    _inst_hrange_base <= _base;
                                    _inst_hrange_limit <= _limit;
                                    _inst_hrange_step <= _step;
                                    _state <= _state_done;
                                end else begin
                                    _0 <= _inst_hrange_1;
                                    _valid <= 1;
                                    _state <= _state_1_for_0;
                                end
                            end else begin
                                if (_inst_hrange__done) begin
                                    _inst_hrange__ready <= 0;
                                    _inst_hrange__start <= 1;
                                    _inst_hrange_base <= _base;
                                    _inst_hrange_limit <= _limit;
                                    _inst_hrange_step <= _step;
                                    _state <= _state_done;
                                end else begin
                                    _state <= _state_1_call_0;
                                end
                            end
                        end
                    end
                endcase
            end
        end
    end
endmodule
```

## ./run.sh

```bash
#!/bin/bash
# OpenROAD 26Q1-2900-gdf79404cd8, Yosys 0.63+post, stock flow scripts
make -C /OpenROAD-flow-scripts/flow DESIGN_CONFIG=/design/flow/config.mk WORK_HOME=/design/flow/orfs finish
```

==> job_summary.md <==
### Yosys + OpenROAD results

| Metric | Value |
|---|---|
| Gate Area | 5440 um2 |
| CP max stage delay | 0.64 ns |
| Post-CTS Hold Fix Bufs | 0 |
| Critical Path Stages | 4 |
| Final WL | 33.5 mm |
| Root Buffer | clkbuf_16 |
| Top cell type by total area after synthesis | edfxtp_1 |
| Post-synth seq share | 65.0% |
| Initial antenna violation count | 1 |
| CTS Buffer Depth | 3 |
| Ys async rst share | 0% |
| Ant diodes | 0 |
| DIE HEIGHT | 185 um |
| DRT Pass-1 Iters | 6 |
| CP max-delay cell | buf_4 |
| Crit. End Element | flip-flop |
| H-tree Lvls | 2 |
| Distinct cells, synth | 76 |
| Num rows | 66 |
| OpenROAD warnings | 25 |
| Top delay family on crit path | buffers and inverters |
| Hpwl dp | 25.4 mm |
| Clock transition at path regs | 0.06 ns |
| Fin crit period | 3.31 ns |
| Critical path class | input port to flip-flop |
| Remaining routing DRC violations | 0 |
| Cells along the critical path | clkdlybuf4s50_1, nand2b_1, and3_4, buf_4 |
| Max-slew violation count | 0 |
| CP max FO | 57 |
| P per Cell Area | 283 nW/um2 |
| Tightest Pin Transition | 0.793 ns |
| Hold Crit Depth | 0 |
| First-pass GRT wire length | 52.5 mm |
| Yosys Instances | 1201 |
| Synth Instances | 1201 |
| Maximum number of pins on one net before global-route repair | 75 |
| Global route overflow | 0 |
| Clk_skew | 0.0205 ns |
| Ys Warns | 2 |
| TritonCTS buffer count | 40 |
| Final Hold Fails | 0 |
| Maxcap violations | 0 |
| Number of cells on the worst reg-to-reg path | 8 |
| Buffers on Ports | 133 |
| Startpoint Class | input port |
| Critical Path AT | 3.47 ns |
| Final period utilization | 46.0% |
| Routed vias/inst | 5.31 |
| Post-synth EDFFs | 355 |
| LEAKAGE | 7.60 nW |
| RSZ-0062 raised after global routing | no |
| Sum Neg Setup Slack | 0 ns |
| Power, Total | 0.00565 W |
| I/O pin count | 134 |
| Max_slew headroom | 47.1% |
| Mapped Area | 16700 um2 |
| Chip area | 34200 um2 |
| HP Class | flip-flop to flip-flop |
| Layout cell share with drive strength beyond 1 | 8.71% |
| Floorplan Utilization | 51.2% |
| Register area | 10900 um2 |
| Max Clk Rate | 302 MHz |
| Area share, top type | 63.7% |
| Worst vdd ir | 0.200 mV |
| Vias | 9783 |
| Clk sinks | 366 |
| Routed WL per cell | 18.2 um |
| Layout area overhead | 19.5% |
| Run status | completed |
| Placer congestion estimate | 0.931 |
| CTS tree | done |
| Postcts setup bufs | 0 |
| Critical path buffers and inverters | 2 |
| CP required | 7.36 ns |
| Synth top cell by count | edfxtp_1 |
| Final setup vio count | 0 |
| Final ANT Viol Nets | 0 |
| Biggest area cells | edfxtp_1, ha_1, a21oi_1 |
| Latency at later pin | 0.54 ns |
| Avg Cell Area, Syn | 13.9 um2 |
| Synth flops | 366 |
| Main flop type | edfxtp_1 |
| Initial drt markers | 449 |
| Total Routing Usage GR | 22.4% |
| Core area | 32700 um2 |
| Horiz. Die Dim | 185 um |
| Top cells by count | edfxtp_1, ha_1, nand2_1, inv_1, a21oi_1 |
| Post_cts resized | 0 |
| Filler cells | 2516 |
| Vias in the first global route | 9785 |
| YS chip area | 16700 um2 |
## state kept, by name (all words and copies together) (netlist names), 32 cells and up, named ones only
name / cells
_inst._i: 32
_inst._0: 32
_value: 32
_step: 32
_0: 32
_hrange_inst_step: 32
_limit: 32
_hrange_inst_limit: 32
_counter: 32
_base: 32
_hrange_inst_base: 32
## placed cells by master, fill, tap and decap left out, drive strengths merged, types with 16 or more instances in the layout
cell / Yosys / layout
ha: 124 / 124
nor3: 17 / 17
nand2b: 16 / 16
clkbuf: 10 / 46
o21ai: 71 / 71
edfxtp: 355 / 355
nor2: 35 / 35
clkdlybuf4s50: 0 / 132
a21o: 35 / 35
inv: 91 / 95
mux2: 32 / 32
nand2: 93 / 93
a21oi: 72 / 72
xnor2: 34 / 34
## cells by family after synthesis
logic type	after synthesis	synth area share [%]
XOR/XNOR	48	2.51
adder cells (fa/ha/maj)	126	9.51
multiplexers	35	2.35
AND-OR/OR-AND	278	11.0
AND/OR/NAND/NOR	239	7.06
flip-flops	366	65.0
buffers and inverters	109	2.56
## per-layer routing
metal  GRT usage, %  part of all wire, %
met5              0                    0
met4           4.96                  2.7
met3           11.3                   13
met2           26.5                   36
met1           39.9                   48
## final cells by class
| cell class | count | share of cell area (%) |
|---|---|---|
| flip-flops and latches | 366 | 54.4 |
| multi-input cells | 726 | 27.2 |
| repair buffers | 142 | 7.00 |
| clock buffers | 46 | 5.22 |
| well taps | 442 | 2.77 |
| inverters | 92 | 1.73 |
| clock inverters | 28 | 1.66 |
## path summary, 6_finish.rpt
path	endpoint	slack, ns	startpoint
worst max-delay path	_hrange_inst_limit[6]	3.89	_ready
worst min-delay path	_0[17]	0.41	_value[17]
worst max register to register	_inst._i[2]	4.05	_inst._i[19]
worst min register to register	_0[17]	0.41	_value[17]
## power by group
group / internal [W] / total, W / switching (W)
Combinational: 0.000408 / 0.000904 / 0.000495
Clock: 0.00130 / 0.00212 / 0.000817
Sequential: 0.00254 / 0.00263 / 0.0000932
Total: 0.00425 / 0.00565 / 0.00141
## per-stage QoR
stage / instances / setup slack [ns] / area [um2] / hold slack, ns / util (%)
2_1_floorplan: 1201 / 2.67 / 16700 / 0.400 / -
3_3_place_gp: 1768 / 3.38 / 18600 / 0.400 / 56.9
3_5_place_dp: 1768 / 3.36 / 18600 / 0.405 / 56.9
4_1_cts: 1842 / 3.90 / 20000 / 0.413 / 61.2
5_1_grt: 1842 / 3.74 / 20000 / 0.412 / 61.2
6_report: 1842 / 3.89 / 20000 / 0.411 / 61.2
No activity file was given, so power comes from the tool's default toggle rates.

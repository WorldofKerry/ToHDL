[run.sh]
#!/bin/bash
# OpenROAD 26Q1-2900-gdf79404cd8, Yosys 0.63+post, stock flow scripts
make -C /OpenROAD-flow-scripts/flow DESIGN_CONFIG=/design/flow/config.mk WORK_HOME=/design/flow/orfs finish
[config.mk]
export PLATFORM = sky130hd
export DESIGN_NAME = dup_range_goal
export DESIGN_NICKNAME = dup_range_goal
export VERILOG_FILES = /design/flow/design.v
export SDC_FILE = /design/flow/constraint.sdc
export NUM_CORES = 4
export LEC_CHECK = 1
export CORE_UTILIZATION = 30
[constraint.sdc]
current_design dup_range_goal

set clk_period 10.8
set clk_io_pct 0.2

create_clock -name clk0 -period $clk_period [get_ports {_clock}]

set non_clock_inputs [all_inputs -no_clocks]
set_input_delay [expr $clk_period * $clk_io_pct] -clock clk0 $non_clock_inputs
set_output_delay [expr $clk_period * $clk_io_pct] -clock clk0 [all_outputs]
[design.v]
module hrange (
    input wire signed [31:0] base,
    input wire signed [31:0] limit,
    input wire signed [31:0] step,
    input wire _clock,  
    input wire _reset,  
    input wire _start,  
    input wire _ready,  
    output reg _valid,  
    output reg _done,  
    output reg signed [31:0] _0,
    output reg signed [31:0] _1
);
    localparam _state_0_while_0 = 0;
    localparam _state_1 = 1;
    localparam _state_1_while = 2;
    localparam _state_done = 3;
    reg signed [31:0] _i;
    reg signed [31:0] _state;
    reg signed [31:0] _base;
    reg signed [31:0] _limit;
    reg signed [31:0] _step;
    always @(posedge _clock) begin
        _done <= 0;
        if (_ready) begin
            _valid <= 0;
        end
        if (_reset) begin
            _state <= _state_done;
        end
        if (_start) begin
            _base <= base;
            _limit <= limit;
            _step <= step;
            if ((_i < limit)) begin
                _i <= $signed(_i + step);
                _0 <= $signed(_i + step);
                _1 <= $signed(_i + step);
                _valid <= 1;
                _state <= _state_1_while;
            end else begin
                _i <= base;
                _done <= 1;
                _state <= _state_done;
            end
        end else begin
            if ((_ready || !(_valid))) begin
                case (_state)
                    _state_done: begin
                        _done <= 1;
                    end
                endcase
            end
        end
    end
endmodule
module dup_range_goal (
    input wire signed [31:0] base,
    input wire signed [31:0] limit,
    input wire signed [31:0] step,
    input wire _clock,  
    input wire _reset,  
    input wire _start,  
    input wire _ready,  
    output reg _valid,  
    output reg _done,  
    output reg signed [31:0] _0
);
    localparam _state_0_call_0 = 0;
    localparam _state_0_for_0 = 1;
    localparam _state_0_for_1 = 2;
    localparam _state_0_for_1_t_0 = 3;
    localparam _state_1_call_0 = 4;
    localparam _state_1_for_0 = 5;
    localparam _state_done = 6;
    reg signed [31:0] _i;
    reg signed [31:0] _j;
    reg signed [31:0] _state;
    reg signed [31:0] _base;
    reg signed [31:0] _limit;
    reg signed [31:0] _step;
    reg [31:0] _inst_hrange_base;
    reg [31:0] _inst_hrange_limit;
    reg [31:0] _inst_hrange_step;
    wire [31:0] _inst_hrange_0;
    wire [31:0] _inst_hrange_1;
    wire _inst_hrange__valid;
    wire _inst_hrange__done;
    reg _inst_hrange__start;
    reg _inst_hrange__ready;
    hrange _inst (
        .base(_inst_hrange_base),
        .limit(_inst_hrange_limit),
        .step(_inst_hrange_step),
        ._0(_inst_hrange_0),
        ._1(_inst_hrange_1),
        ._valid(_inst_hrange__valid),
        ._done(_inst_hrange__done),
        ._clock(_clock),
        ._start(_inst_hrange__start),
        ._reset(_reset),
        ._ready(_inst_hrange__ready)
        );
    always @(posedge _clock) begin
        _done <= 0;
        if (_ready) begin
            _valid <= 0;
        end
        if (_reset) begin
            _state <= _state_done;
        end
        if (_start) begin
            _base <= base;
            _limit <= limit;
            _step <= step;
            _inst_hrange__ready <= 1;
            _inst_hrange__start <= 0;
            if ((1 && _inst_hrange__valid)) begin
                _inst_hrange__ready <= 0;
                _i <= _inst_hrange_0;
                _j <= _inst_hrange_1;
                if (_inst_hrange__done) begin
                    _inst_hrange__ready <= 0;
                    _inst_hrange__start <= 1;
                    _inst_hrange_base <= base;
                    _inst_hrange_limit <= limit;
                    _inst_hrange_step <= step;
                    _state <= _state_done;
                end else begin
                    _0 <= _inst_hrange_1;
                    _valid <= 1;
                    _state <= _state_1_for_0;
                end
            end else begin
                if (_inst_hrange__done) begin
                    _inst_hrange__ready <= 0;
                    _inst_hrange__start <= 1;
                    _inst_hrange_base <= base;
                    _inst_hrange_limit <= limit;
                    _inst_hrange_step <= step;
                    _state <= _state_done;
                end else begin
                    _state <= _state_1_call_0;
                end
            end
        end else begin
            if ((_ready || !(_valid))) begin
                case (_state)
                    _state_done: begin
                        _done <= 1;
                        _state <= _state_done;
                    end
                    _state_1_for_0: begin
                        if ($signed(_i > $signed(4))) begin
                            _0 <= _i;
                            _valid <= 1;
                            _state <= _state_1_call_0;
                        end else begin
                            _inst_hrange__ready <= 1;
                            _inst_hrange__start <= 0;
                            if ((1 && _inst_hrange__valid)) begin
                                _inst_hrange__ready <= 0;
                                _i <= _inst_hrange_0;
                                _j <= _inst_hrange_1;
                                if (_inst_hrange__done) begin
                                    _inst_hrange__ready <= 0;
                                    _inst_hrange__start <= 1;
                                    _inst_hrange_base <= _base;
                                    _inst_hrange_limit <= _limit;
                                    _inst_hrange_step <= _step;
                                    _state <= _state_done;
                                end else begin
                                    _0 <= _inst_hrange_1;
                                    _valid <= 1;
                                    _state <= _state_1_for_0;
                                end
                            end else begin
                                if (_inst_hrange__done) begin
                                    _inst_hrange__ready <= 0;
                                    _inst_hrange__start <= 1;
                                    _inst_hrange_base <= _base;
                                    _inst_hrange_limit <= _limit;
                                    _inst_hrange_step <= _step;
                                    _state <= _state_done;
                                end else begin
                                    _state <= _state_1_call_0;
                                end
                            end
                        end
                    end
                endcase
            end
        end
    end
endmodule
==> ci_impl_report.md <==
### Metrics collected by this job

| Metric | Value |
|---|---|
| Area of the die | `0.05009 mm²` |
| Reg-to-reg startpoint | `_inst._i[31]` |
| Number of core rows | `80` |
| Detailed-router iteration count before antenna repair | `5` |
| Initial Util | `0.3065` |
| Final hold viol count | `0` |
| Timing startpoint of the critical path | `_ready` |
| Worst Tran Pin Value | `0.7959 ns` |
| Number of primary I/O pins | `134` |
| Internal Power | `3.336 mW` |
| Sequential group share of total power | `0.423` |
| Clock buffers created by TritonCTS | `36` |
| Worst Hold Class | `flip-flop to flip-flop` |
| YS chip area | `0.01476 mm²` |
| Switching component of the power | `1.617 mW` |
| Number of design rule violations left after detail routing | `0` |
| Total congestion overflow after global routing | `0` |
| Hold buffer count at CTS | `0` |
| Share of total power in the clock network | `0.232` |
| Via count of the first global-routing pass | `8,418` |
| All-Layer GR Usage | `0.1286` |
| Post-synthesis share of cell area spent on full adders, half adders and majority gates | `0.05392` |
| Slowest CP cell | `sky130_fd_sc_hd__buf_4` |
| Register share after synthesis | `0.6660` |
| Worst reg2reg path depth | `8` |
| Wire length of the first global-routing pass | `47.33 mm` |
| Outcome | `completed` |
| Number of maximum-capacitance constraint violations | `0` |
| Wire length after detailed routing | `29.67 mm` |
| Hold Crit Depth | `0` |
| Layout cells sized above 1 | `0.1539` |
| Total Negative Setup Slacks | `0 ns` |
| Register clock-pin slew on the reported worst setup and hold paths | `0.06 ns` |
| Final Critical Period | `4.302 ns` |
| Maximum clock skew at final layout | `0.02268 ns` |
| YS warnings | `2` |
| Ratio of total power to cell area | `275.8 mW/mm²` |
| Count of library flops with an enable pin | `322` |
| Cell chosen for the clock root | `sky130_fd_sc_hd__clkbuf_16` |
| CTS Buffer Depth | `3` |
| Capture point of the worst reg-to-reg path | `_inst._i[22]` |
| Fraction of the mapped netlist area in compound gates | `0.08003` |
| Mapped cell area | `0.01476 mm²` |
| Largest net degree at the start of global routing | `65` |
| Fill cell count | `4,462` |
| Largest delay contributor family on the critical path | `buffers and inverters` |
| Critical path, cell by cell | `clkdlybuf4s50_1 -> nand2b_1 -> a31o_2 -> and2_4 -> buf_4 -> buf_4` |
| Routed wire length per instance | `16.08 µm` |
| PortBufs | `133` |
| Number of sinks driven by the clock tree | `330` |
| H-tree levels | `2` |
| Xor and xnor fraction of the mapped netlist area | `0.01543` |
| Hold Path Sink | `_i[21]` |
| Number of vias in the routed layout | `8,408` |
| Synth cell count leaders | `322 x sky130_fd_sc_hd__edfxtp_1, 103 x sky130_fd_sc_hd__mux2_2, 102 x sky130_fd_sc_hd__nand2_1` |
| Crit path launch type | `input pin` |
| Clock latency on the worst-skew pair | `0.53 ns` |
| Startpoint of the worst hold path | `_inst._0[21]` |
| Biggest fanout along the worst timing path | `57` |
| Worst supply voltage drop on vdd | `0.0001070 V` |
| Cell with the most instances after synthesis | `sky130_fd_sc_hd__edfxtp_1` |
| Number of warnings in the stage logs | `25` |
| Cell taking the most area after synthesis | `sky130_fd_sc_hd__edfxtp_1` |
| Critical Setup Path Class | `input pin to flip-flop` |
| Count of state elements after synthesis | `330` |
| Area share of the largest cell type after synthesis | `0.6551` |
| Stages on worst setup path | `6` |
| Proportion of synthesized flip-flops having asynchronous set or reset | `0` |
| Mapped Avg Cell Area | `14.47 µm²` |
| Remaining max-slew budget at the tightest pin | `0.4694` |
| Post-layout period usage | `0.3983` |
| Area of the placeable core | `0.04815 mm²` |
| Share of cell area taken by muxes after synthesis | `0.09461` |
| Top cells by area | `sky130_fd_sc_hd__edfxtp_1 66%, sky130_fd_sc_hd__mux2_2 7.9%, sky130_fd_sc_hd__ha_1 5.3%` |
| Worst path arrival time | `4.46 ns` |
| Number of nets with antenna violations after routing | `0` |
| Required time at the endpoint of the critical path | `10.95 ns` |
| Relative contribution of combinational cells to total power | `0.346` |
| Post-CTS sizing | `0` |
| Number of distinct library cell variants in the gate-level netlist after synthesis | `64` |
| Detail-routed via count per cell | `4.557` |
| Final Max-Slew Violation Tally | `0` |
| Number of buffers inserted to repair setup after CTS | `0` |
| Top logic family | `multiplexers` |
| Fmax | `232.5 MHz` |
| Most instantiated flip-flop cell in the synthesis netlist | `sky130_fd_sc_hd__edfxtp_1` |
| RSZ-0062 raised after global routing | `false` |
| Library cell appearing most often on the critical path | `sky130_fd_sc_hd__buf_4` |
| Total cells reported by yosys after synthesis | `1,020` |
| Antenna diode count | `0` |
| Initial antenna violation count | `3` |
| Placed wire-length estimate after detailed placement | `21.79 mm` |
| Simple-Gate Area Share | `0.06884` |
| Setup slack, reg-to-reg | `7.19 ns` |
| 1st-iter DRT viols | `435` |
| Final Wtd Congestion | `0.8507` |
| Worst path buffer plus inverter count | `3` |
| Post-Place Cell Area | `0.01686 mm²` |
| Worst path max stage delay | `0.62 ns` |
| Count of endpoints failing setup in the final report | `0` |
| Synthesized instance count | `1,020` |
| Critical Path Sink Type | `flip-flop` |
| Leakage | `6.486 nW` |
| Die outline width | `223.8 µm` |
| Final instance area | `0.01796 mm²` |
| Clock tree from TritonCTS | `done` |
| Post-synthesis to final-layout area growth | `21.68%` |
| Switching power share of the total | `0.3265` |
| Y dimension of the die | `223.8 µm` |
[layer usage]
layer  part of all wire  GRT usage
met4              0.024    0.02519
met2               0.43     0.1829
met1               0.48     0.2069
met3              0.066    0.03898
met5             0.0013          0
[flip-flops by register name, summed over array words and instances, names as in the netlist]
register             flops
_inst_hrange_base       32
_inst_hrange_step       32
_done                    1
_inst._i                32
_step                   32
_inst._state             1
_limit                  32
_inst._valid             1
_inst_hrange__start      1
_base                   32
_inst._done              1
_0                      32
_inst_hrange_limit      32
_valid                   1
_inst_hrange__ready      1
_state                   3
_inst._0                32
_i                      32
[per-stage QoR]
step	util	std cells	worst slack [ns]	hold WS [ns]	total power [mW]
after floorplan	-	1020	5.529	0.4262	3.250
after global placement	0.3502	1784	5.968	0.4359	3.817
after detailed placement	0.3502	1784	5.943	0.4322	3.844
after CTS	0.3730	1845	6.484	0.4473	5.021
after global routing	0.3730	1845	6.324	0.4525	5.299
final	0.3730	1845	6.498	0.4498	4.953
[worst max path at each step]
stage                 slack (ns)                    end
after CTS                   6.48  _inst_hrange_step[22]
after global routing        6.32  _inst_hrange_step[22]
final                       6.50  _inst_hrange_step[22]
[logic make-up after synthesis]
| kind of cell | after synthesis |
|---|---|
| compound gates | 172 |
| xor+xnor | 26 |
| mux | 124 |
| flops | 330 |
| buf+inv | 80 |
| fa+ha+maj | 63 |
| simple gates | 225 |
[layout by cell type, fill, tap and decap left out, drive strengths merged, types with 14 or more instances in the layout]
master and instances:
nor2 56, ha 62, clkdlybuf4s50 132, a21oi 43
nand2 102, a21o 22, clkbuf 44, xnor2 16
inv 44, edfxtp 322, o21ai 22, mux2 124
a31oi 34, buf 14
[power by group through the flow]
stage	clock network, mW	logic, mW	registers [mW]
4_1_cts	1.19	1.74	2.10
6_report	1.15	1.71	2.09
5_1_grt	1.24	1.93	2.14
[final cells by class]
cell class | count | area (µm²) | share of cell area
Tap cell | 656 | 820.8 | 0.04570
Timing Repair Buffer | 146 | 1430 | 0.07963
Inverter | 42 | 157.7 | 0.008779
Multi-Input combinational cell | 610 | 4622 | 0.2574
Sequential cell | 330 | 9829 | 0.5473
Clock buffer | 44 | 952.2 | 0.05302
Clock inverter | 17 | 146.4 | 0.008152
[worst register-to-register path: stages, from the launching register on]
cell,delay [ns]
sky130_fd_sc_hd__edfxtp_1,0.41
sky130_fd_sc_hd__ha_1,0.39
sky130_fd_sc_hd__nand4_1,0.26
sky130_fd_sc_hd__nor4_2,0.42
sky130_fd_sc_hd__nand2_1,0.17
sky130_fd_sc_hd__a211o_1,0.34
sky130_fd_sc_hd__a41oi_2,0.57
sky130_fd_sc_hd__inv_2,0.37
sky130_fd_sc_hd__mux2_1,0.40
No activity file was given, so power comes from the tool's default toggle rates.

$ cat design/flow/run.sh
#!/bin/bash
# OpenROAD 26Q1-2900-gdf79404cd8, Yosys 0.63+post, stock flow scripts
make -C /OpenROAD-flow-scripts/flow DESIGN_CONFIG=/design/flow/config.mk WORK_HOME=/design/flow/orfs finish
$ cat design/flow/config.mk
export PLATFORM = sky130hd
export DESIGN_NAME = testing
export DESIGN_NICKNAME = testing
export VERILOG_FILES = /design/flow/design.v
export SDC_FILE = /design/flow/constraint.sdc
export NUM_CORES = 4
export LEC_CHECK = 1
export CORE_UTILIZATION = 50
$ cat design/flow/constraint.sdc
current_design testing

set clk_period 5.9
set clk_io_pct 0.2

create_clock -name clk0 -period $clk_period [get_ports {_clock}]

set non_clock_inputs [all_inputs -no_clocks]
set_input_delay [expr $clk_period * $clk_io_pct] -clock clk0 $non_clock_inputs
set_output_delay [expr $clk_period * $clk_io_pct] -clock clk0 [all_outputs]
$ cat design/flow/design.v
module testing (
    input wire [31:0] n,
    input wire _start,
    input wire _clock,
    output reg [31:0] _out0,
    output reg _done,
    output reg _valid
);
    reg signed [31:0] i;
    reg signed [31:0] _1_while_0_t_0;
    reg signed [31:0] _1_while_0_f_0;
    reg signed [31:0] _1_while_0;
    reg signed [31:0] _statelmaodone;
    reg signed [31:0] _0;
    reg signed [31:0] _1_while;
    reg signed [31:0] _2;
    reg signed [31:0] _state;
    always @(posedge _clock) begin
        _valid <= 0;
        _done <= 0;
        if (_start) begin
            _done <= 0;
            i <= 0;
            _1_while_0_t_0 <= 1;
            _1_while_0_f_0 <= 2;
            _1_while_0 <= 3;
            _statelmaodone <= 4;
            _0 <= 5;
            _1_while <= 6;
            _2 <= 7;
            _state <= 7;
        end else begin
            case (_state)
              	_1_while: begin
                  if (i < n) begin
                    if (i > 1) begin
                      i <= (i + 1);
                    end else begin
                      i <= (i + 2);
                    end
                  end else begin
                    _out0 <= i;
					_state <= _statelmaodone;
                  end
                end
                _2: begin
                  i <= 0;
                  if (0 < n) begin
                    if (0 > 1) begin
                      i <= 0 + 1;
                   	  _state <= _1_while;
                    end else begin
                      i <= 0 + 2;
                   	  _state <= _1_while;
                    end
                  end else begin
                    _out0 <= 0;
                    _state <= _statelmaodone;
                  end
                end
                _statelmaodone: begin
                    _done <= 1;
                end
            endcase
        end
    end
endmodule
==> results.yml <==
# generated from flow reports
cells_and_area:
  final_area_um2: 4980
  drive_above_1_share: 0.0616
  area_growth_pct: 25.3
  nFillCells: 635
  fin_cells: 605
synthesis:
  synth.avg_cell_area_um2: 9.15
  ff_type: "dfxtp_1"
  yosysCellCount: 435
  synth-seq-cells: 67
  async_flop_share: 0
  yosysUniqueCellTypes: 48
  edf_count: 32
  synthCells: 435
  ys_chip_area_um2: 3980
  synth_warnings: 1
  syn_area_um2: 3980
  ys_seq_share: 0.418
route:
  final_antenna_net_count: 0
  viasPerCell: 5.70
  avgRoutedWirePerCell_um: 16.1
  post-route-drc-count: 0
  drtIter0Drc: 244
  vias: 3449
  finalWirelength_um: 9730
  num_antenna_cells: 0
  drt_first_pass_iters: 5
final_timing:
  fin_setup_tns_ps: 0
  worst_pin_slew_ps: 725
  period_used_share: 0.717
  finalClockSkew_ps: 9.18
  rsz0062_at_grt: "no"
  finalMaxSlewViolations: 0
  hold_viol_final: 0
  max_freq_ghz: 0.236
  relSlewSlack: 0.515
  setup_viol: 0
  period_minus_slack_ps: 4230
cts:
  cts_resized: 0
  htreeDepth: 3
  clk_pin_slew_ps: 70
  cts.sinks: 67
  cts_buffers: 9
  cts_tree: "yes"
  ctsHoldBuffers: 0
  cts_root_buf: "clkbuf_8"
  cts_setup_buffers: 0
  clockBufferDepth: 2
  clkLatencyLatePin_ps: 340
global_routing:
  grt_pass1_vias: 3118
  grt_pass1_wl_um: 15900
  grt_util_all_layers: 0.253
  grt_overflow: 0
  grt_max_degree: 33
  antenna_found_initial: 0
power:
  p_int_uw: 870
  vdd_drop_max_mv: 0.130
  cellPowerDensity_nw_per_um2: 225
  power.total_uw: 1120
  p_sw_frac: 0.224
  switching_power_uw: 252
  seqPwrFrac: 0.446
  p_leak_uw: 0.00200
  combPwrFrac: 0.107
  clkPwrFrac: 0.447
placed_design:
  dp_cells: 589
  gp_congestion: 0.920
  dp_hpwl_um: 7220
  dpl_cell_area_um2: 4720
  port_buffers: 66
floorplanning:
  die_h_um: 91.2
  die_w_um: 91.2
  rows: 32
  ioPinCount: 68
  dieArea_um2: 8320
  initCoreUtil: 0.515
  core-area_um2: 7730
setup_path:
  required_ps: 6170
  cp_max_fo: 15
  path_class: "primary input to flop"
  startpoint_type: "primary input"
  worst-endpoint-arrival_ps: 4500
  worst_setup_path_end_kind: "flop"
hold_path:
  min-delay-path-class: "flop to flop"
outcome:
  status: "completed"
run:
  tool_warnings: 28
  maxCapViolations: 0
-- worst max-delay path: stages --
cell             delay [ps]
clkdlybuf4s50_1         480
inv_1                    40
ha_1                    290
a21oi_1                 130
o21ai_0                  90
a221oi_1                310
o21ai_0                 150
a41oi_2                 540
nand3_1                 510
or4_1                   630
a21oi_1                 140
-- cell type report --
| cell class | count | area (µm²) | share of cell area |
|---|---|---|---|
| Clock inverter | 6 | 138 | 0.0276 |
| Clock buffer | 10 | 128 | 0.0256 |
| Tap cell | 102 | 128 | 0.0256 |
| Timing Repair Buffer | 70 | 691 | 0.139 |
| Sequential cell | 67 | 1660 | 0.333 |
| Multi-Input combinational cell | 308 | 2080 | 0.418 |
| Inverter | 42 | 158 | 0.0316 |
-- sequential cells by signal (all words and copies together) (netlist names) --
signal,count
_done,1
_out0,32
_state,2
i,32
-- cells in the mapped netlist, types with 2 or more instances --
master	n	area, µm²
a21o_1	7	52.6
a21oi_1	22	110
a31oi_1	2	12.5
and2_1	25	156
and3_1	8	50.1
and4_1	3	26.3
buf_2	3	15.0
clkbuf_1	13	48.8
dfxtp_1	35	701
edfxtp_1	32	961
ha_1	35	438
inv_1	42	158
mux2i_1	6	60.1
nand2_1	30	113
nand2b_1	3	18.8
nand3_1	17	85.1
nand4_1	19	119
nor2_1	23	86.3
nor2b_1	2	12.5
nor3_1	10	50.1
nor4_1	18	113
o211ai_1	8	60.1
o21ai_0	14	70.1
o21bai_1	3	22.5
o311ai_0	2	17.5
o31ai_1	8	60.1
o41ai_1	7	61.3
or2_2	7	43.8
or3_1	6	37.5
or4_1	6	45.0
xor2_1	2	17.5
-- cells in the final DEF, fill, tap and decap left out, types with 8 or more instances in the layout --
cell type and n:
o31ai_1 8, edfxtp_1 32, nor4_1 18, nand2_1 30, dfxtp_1 35, nand4_1 19, clkdlybuf4s50_1 66, nand3_1 17
nor2_1 23, clkbuf_8 9, ha_1 35, inv_1 42, a21oi_1 22, and3_1 8, and2_1 25, nor3_1 9
o211ai_1 8, o21ai_0 14
-- per-layer routing --
layer | GRT usage | vias up | part of all wire
met5 | 0 | - | 0
met4 | 0.0212 | 0 | 0.0083
met3 | 0.0366 | 7 | 0.057
met2 | 0.390 | 124 | 0.45
met1 | 0.413 | 1593 | 0.48
li1 | - | 1725 | -
-- stage by stage --
stage,hold WS (ps),utilization,setup slack [ps]
after floorplan,480,-,561
after global placement,525,0.611,1390
after detailed placement,537,0.611,1320
after CTS,544,0.645,1710
after global routing,587,0.645,1410
final,542,0.645,1670
-- cells by family after synthesis --
group | count (synthesis) | share of synthesized area
adders and majority gates | 35 | 0.110
muxes | 6 | 0.0151
DFF | 67 | 0.418
xor gates and xnor gates | 3 | 0.00660
AOI/OAI and AO/OA | 82 | 0.137
buffers and inverters | 60 | 0.0604
and+or+nand+nor | 181 | 0.252
other | 1 | 0.000942
-- path summary, 6_finish.rpt --
kind                     start            endpoint  slack (ps)  cells after the start
max                      n[11]  i[27]$_SDFFE_PP0P_        1670                     11
min          i[6]$_SDFFE_PP0P_   i[6]$_SDFFE_PP0P_         540                      2
max reg2reg  i[9]$_SDFFE_PP0P_  i[27]$_SDFFE_PP0P_        2490                      9
min reg2reg  i[6]$_SDFFE_PP0P_   i[6]$_SDFFE_PP0P_         540                      2
-- power groups by stage --
stage | clock [µW] | sequential (µW) | combinational, µW
after CTS | 507 | 501 | 120
after global routing | 530 | 502 | 134
final | 501 | 501 | 120
No activity file was given, so power comes from the tool's default toggle rates.
